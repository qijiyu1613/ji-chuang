### ./run.sh
#!/bin/bash
# OpenROAD 26Q1-2900-gdf79404cd8, Yosys 0.63+post, stock flow scripts
make -C /OpenROAD-flow-scripts/flow DESIGN_CONFIG=/design/flow/config.mk WORK_HOME=/design/flow/orfs finish
### ./config.mk
export PLATFORM = sky130hd
export DESIGN_NAME = disp_driver
export DESIGN_NICKNAME = disp_driver
export VERILOG_FILES = /design/flow/design.v
export SDC_FILE = /design/flow/constraint.sdc
export NUM_CORES = 4
export LEC_CHECK = 1
export CORE_UTILIZATION = 50
### ./constraint.sdc
current_design disp_driver

set clk_period 4.2
set clk_io_pct 0.2

create_clock -name clk0 -period $clk_period [get_ports {ClkDisp}]

set non_clock_inputs [all_inputs -no_clocks]
set_input_delay [expr $clk_period * $clk_io_pct] -clock clk0 $non_clock_inputs
set_output_delay [expr $clk_period * $clk_io_pct] -clock clk0 [all_outputs]
### ./design.v
module disp_driver(
	ClkDisp,
	Rst_n,
	Data,
	DataReq,
	H_Addr,
	V_Addr,
	Disp_HS,
	Disp_VS,
	Disp_Red,
	Disp_Green,
	Disp_Blue,
	Disp_DE,
	Disp_PCLK
);
	input ClkDisp;
	input Rst_n;
	input [8 + 8 + 8 - 1:0] Data;
	output DataReq;
	output [11:0] H_Addr;
	output [11:0] V_Addr;
	output reg Disp_HS;
	output reg Disp_VS;
	output reg [8 - 1 :0]Disp_Red;
	output reg [8 - 1 :0]Disp_Green;
	output reg [8 - 1 :0]Disp_Blue;
	output reg Disp_DE;
	output Disp_PCLK;
	wire hcount_ov;
	wire vcount_ov;
	reg [11:0] hcount_r;      
	reg [11:0] vcount_r;      
	assign Disp_PCLK = ~ClkDisp;
	assign DataReq = Disp_DE;
	parameter hdat_begin = 12'd96 + 12'd40 + 12'd8 - 1'b1;
	parameter hdat_end = 12'd800 - 12'd8 - 12'd8 - 1'b1;
	parameter vdat_begin	= 12'd2 + 12'd25 + 12'd8 - 1'b1;
	parameter vdat_end = 12'd525 - 12'd8 - 12'd2 - 1'b1;	
	assign H_Addr = Disp_DE?(hcount_r - hdat_begin):12'd0;
	assign V_Addr = Disp_DE?(vcount_r - vdat_begin):12'd0;
	assign hcount_ov = (hcount_r >= 12'd800 - 1);
	always@(posedge ClkDisp or negedge Rst_n)
	if(!Rst_n)
		hcount_r <= 0;
	else if(hcount_ov)
		hcount_r <= 0;
	else
		hcount_r <= hcount_r + 1'b1;
	assign vcount_ov = (vcount_r >= 12'd525 - 1);
	always@(posedge ClkDisp or negedge Rst_n)
	if(!Rst_n)
		vcount_r <= 0;
	else if(hcount_ov) begin
		if(vcount_ov)
			vcount_r <= 0;
		else
			vcount_r <= vcount_r + 1'd1;
	end
	else 
		vcount_r <= vcount_r;
	always@(posedge ClkDisp)
		Disp_DE <= ((hcount_r >= hdat_begin)&&(hcount_r < hdat_end))
					&&((vcount_r >= vdat_begin)&&(vcount_r < vdat_end));
	always@(posedge ClkDisp)	begin			
		Disp_HS <= (hcount_r > 12'd96 - 1);
		Disp_VS <= (vcount_r > 12'd2 - 1);
		{Disp_Red,Disp_Green,Disp_Blue} <= (Disp_DE)?Data:1'd0;
	end
endmodule
==> results.json <==
{
  "max_slew_margin_pct": 38.6,
  "clk_pin_slew_ns": 0.09,
  "yosys.area.top_type_share_pct": 23.6,
  "postRouteAntennaNets": 0,
  "clock_skew_ns": 0.0106,
  "ys_area_mm2": 0.00255,
  "port_buffers": 78,
  "yosysTopAreaCell": "dfrtp_1",
  "timing.critical_path.mode_cell": "clkbuf_8",
  "chipArea_mm2": 0.00538,
  "slew_viol_final": 0,
  "antenna_found_initial": 0,
  "drive_gt1_share_pct": 4.68,
  "io_pins": 79,
  "cts_tree": "built",
  "cts_buffer_depth": 2,
  "dr_total_vias": 2134,
  "warning_count": 32,
  "numCtsBuffers": 5,
  "ys_sh_simple_pct": 26.9,
  "diodes": 0,
  "remaining_drc_errors": 0,
  "cts-root-buf": "clkbuf_8",
  "synth.cell_area_mm2": 0.00255,
  "routed_via_density": 5.22,
  "power.density_mw_per_mm2": 338,
  "path_cells": "clkbuf_8 > clkbuf_8 > inv_1 > clkdlybuf4s50_1",
  "setup_viol": 0,
  "worst_ep_arrival_time_ns": 2.90,
  "grt_max_degree": 29,
  "yosys_warnings": 1,
  "drtIter0Drc": 107,
  "p_leak_nw": 1.41,
  "drv_cap": 0,
  "critPathSlowestCell": "clkdlybuf4s50_1",
  "async_flop_share_pct": 47.1,
  "dp_hpwl_um": 3860,
  "routed_wl_um": 5490,
  "tightest_slew_ns": 0.922,
  "synthAdderAreaFrac_pct": 3.44,
  "crit_fanout": 14,
  "grt_usage_pct": 21.9,
  "aoi_share_pct": 12.4,
  "internal_power_mw": 0.810,
  "critPathMaxStageDelay_ns": 0.45,
  "p_sw_share_pct": 30.1,
  "clock_latency_ns": 0.30,
  "synthToLayoutAreaGrowth_pct": 34.7,
  "ir_worst_vdd_v": 0.000217,
  "die-width_um": 73.4,
  "status": "completed",
  "worstHoldPathType": "reg2reg",
  "core_mm2": 0.00482,
  "grt_pass1_vias": 1856,
  "ff_type": "dfxtp_1",
  "cts_max_level": 2,
  "top_logic_kind": "simple AND/OR/NAND/NOR gates",
  "criticalPathCategory": "clk2out",
  "power_frac_comb_pct": 21.6,
  "final_util_pct": 71.2,
  "rsz0062_at_grt": "false",
  "setup_tns_ns": 0,
  "synth-edff-count": 0,
  "ys.flops": 51,
  "p_sw_mw": 0.349,
  "clockPowerShare_pct": 27.6,
  "xor_share_pct": 6.19,
  "synth_cells": 274,
  "hold_viol_final": 0,
  "place.gp.congestion": 0.885,
  "dieHeight_um": 73.4,
  "ctsResizeCount": 0,
  "rows": 25,
  "postSynthSeqShare_pct": 44.8,
  "synth.area.top_cells": "dfrtp_1, dfxtp_1, and2_1, ha_1, xor2_1",
  "end_kind": "output pin",
  "yosysCellCount": 274,
  "overflow": 0,
  "synth.most_common_cell": "and2_1",
  "cts_hold_buf": 0,
  "total_power_mw": 1.16,
  "postCtsSetupBuffers": 0,
  "ys_sh_mux_pct": 1.23,
  "fp_util_pct": 52.9,
  "pwr-share-seq_pct": 50.8,
  "firstDrtPassIters": 4,
  "synth_cell_types": 51,
  "required_ns": 3.36,
  "critPathLaunchType": "clock port",
  "grt_pass1_wl_um": 8760,
  "avgSynthCellArea_um2": 9.30,
  "wl_per_cell_um": 13.4,
  "ys_top_cells_by_count": "and2_1, dfxtp_1, dfrtp_1"
}
## cell type report
type                    count  area [µm²]
repair buffers             80         793
well taps                  67        83.8
clock inverters             3        17.5
inverters                   5        18.8
fillers                   412        1390
flip-flops and latches     51        1140
clock buffers               7        92.6
multi-input cells         196        1280
## metal layers
metal | vias to the layer above | part of all wire, % | GRT usage (%)
met1 | 964 | 44 | 32.7
met4 | 0 | 0.93 | 2.14
li1 | 1072 | - | -
met2 | 92 | 45 | 33.4
met5 | - | 0 | 0
met3 | 6 | 10 | 7.63
## critical path, delay by kind of cell
kind | cells | cell delay [ns]
buffers and inverters | 4 | 0.80
## through the flow
| step | setup WS [ns] | cell area (µm²) | hold WS [ns] | std cells |
|---|---|---|---|---|
| after floorplan | 1.25 | 2550 | 0.488 | 275 |
| after global placement | 0.797 | 3340 | 0.509 | 401 |
| after detailed placement | 0.797 | 3340 | 0.529 | 401 |
| after CTS | 0.441 | 3430 | 0.551 | 409 |
| after global routing | 0.416 | 3430 | 0.582 | 409 |
| final | 0.459 | 3430 | 0.553 | 409 |
## worst paths after layout
kind | startpoint | cells past startpoint | slack, ns | end
setup / recovery | ClkDisp | 4 | 0.46 | Disp_PCLK
hold / removal | hcount_r[0]$_DFF_PN0_ | 1 | 0.55 | hcount_r[0]$_DFF_PN0_
setup reg to reg | hcount_r[0]$_DFF_PN0_ | 5 | 1.92 | vcount_r[0]$_DFFE_PN0N_
hold reg to reg | hcount_r[0]$_DFF_PN0_ | 1 | 0.55 | hcount_r[0]$_DFF_PN0_
max in group asynchronous | Rst_n | 2 | 3.05 | vcount_r[1]$_DFFE_PN0N_
min in group asynchronous | Rst_n | 2 | 0.89 | hcount_r[0]$_DFF_PN0_
## state kept, by name, summed over array words and instances (netlist names)
register / flops
hcount_r: 12
vcount_r: 12
Disp_Blue: 8
Disp_Green: 8
Disp_Red: 8
Disp_DE: 1
Disp_HS: 1
Disp_VS: 1
## cells in the final DEF (no fill, tap or decap), types with 2 or more instances in the layout
cell type        instances
clkdlybuf4s50_1         78
or2_2                    2
nor2_1                  23
and2_1                  38
clkbuf_8                 6
inv_1                    6
a21boi_0                 3
xor2_1                  10
nor3_1                  10
dfxtp_1                 27
o22ai_1                  4
ha_1                     7
nand2_1                 16
o21ai_0                  5
xnor2_1                  8
buf_4                    3
a21o_1                   2
or3_1                    3
mux2i_1                  2
nor3b_1                  2
o32ai_1                  3
nor4_1                   4
a21oi_1                  2
nand4_1                  6
nand3_1                  6
nor2b_1                  7
and3_1                   3
dfrtp_1                 24
a22o_1                   7
conb_1                   2
nand2b_1                 2
## power by group through the flow
stage	clock, mW	combinational, mW	sequential, mW
5_1_grt	0.356	0.283	0.599
4_1_cts	0.329	0.252	0.588
6_report	0.319	0.251	0.589
## kinds of logic after synthesis
logic type                 count (synthesis)
AOI/OAI and AO/OA                         40
xor gates and xnor gates                  18
adders and majority gates                  7
buffers and inverters                     28
DFF                                       51
muxes                                      3
other                                      1
and+or+nand+nor                          126
Power figures rest on the tool's default switching activity, not on a simulated workload.
