[flow/run.sh]
#!/bin/bash
# OpenROAD 26Q1-2900-gdf79404cd8, Yosys 0.63+post, stock flow scripts
make -C /OpenROAD-flow-scripts/flow DESIGN_CONFIG=/design/flow/config.mk WORK_HOME=/design/flow/orfs finish
[flow/config.mk]
export PLATFORM = sky130hd
export DESIGN_NAME = key_ctrl
export DESIGN_NICKNAME = key_ctrl
export VERILOG_FILES = /design/flow/design.v
export SDC_FILE = /design/flow/constraint.sdc
export NUM_CORES = 4
export LEC_CHECK = 1
export CORE_UTILIZATION = 50
[flow/constraint.sdc]
current_design key_ctrl

set clk_period 3.7
set clk_io_pct 0.2

create_clock -name clk0 -period $clk_period [get_ports {sys_clk}]

set non_clock_inputs [all_inputs -no_clocks]
set_input_delay [expr $clk_period * $clk_io_pct] -clock clk0 $non_clock_inputs
set_output_delay [expr $clk_period * $clk_io_pct] -clock clk0 [all_outputs]
[flow/design.v]
module key_ctrl (
    input wire sys_clk,
    input wire rst_n,
    input wire [3:0] key ,
    output reg [3:0] wave_sel
);
    wire key3;
    wire key2;
    wire key1;
    wire key0;
parameter sin_wave = 4'b0001,  
          saw_wave = 4'b0010,  
          tri_wave = 4'b0100,  
          squ_wave = 4'b1000;  
parameter CNT_MAX = 20'd999999 ;
always @(posedge sys_clk or negedge rst_n) begin
    if(!rst_n) begin
        wave_sel <= 4'b0000;
    end else if (key0 == 1'b1) begin
        wave_sel <= sin_wave;
    end else if (key1 == 1'b1) begin
        wave_sel <= tri_wave;
    end else if (key2 == 1'b1) begin
        wave_sel <= saw_wave; 
    end else if (key3 == 1'b1) begin
        wave_sel <= squ_wave;
    end else begin
        wave_sel <= wave_sel;
    end
end
 key_debounce
 #(
     .cnt_MAX  (20'd999999)   
 )
  key_debounce_inst3(
     .clk_50(sys_clk),
     .rst_n(rst_n),
     .key_in(key[3]),
     .key_flag(key3)
 );
key_debounce
#(
    .cnt_MAX  (CNT_MAX)   
)
 key_debounce_inst2(
    .clk_50(sys_clk),
    .rst_n(rst_n),
    .key_in(key[2]),
    .key_flag(key2)
);
key_debounce
#(
    .cnt_MAX  (CNT_MAX)   
)
 key_debounce_inst1(
    .clk_50(sys_clk),
    .rst_n(rst_n),
    .key_in(key[1]),
    .key_flag(key1)
);
key_debounce
#(
    .cnt_MAX  (CNT_MAX)   
)
 key_debounce_inst0(
    .clk_50(sys_clk),
    .rst_n(rst_n),
    .key_in(key[0]),
    .key_flag(key0)
);
endmodule
module key_debounce
#(
    parameter cnt_MAX = 20'd999999   
)
 (
    input wire clk_50,
    input wire rst_n,
    input wire key_in,
    output reg key_flag
);
    reg [19:0] cnt_20ms;
always @(posedge clk_50 or negedge rst_n) begin
    if (!rst_n) begin
        cnt_20ms <= 1'd0;
    end else if (key_in == 1'b1) begin
        cnt_20ms <=1'b0;
    end else if (cnt_20ms == cnt_MAX) begin
        cnt_20ms <= cnt_MAX;
    end else 
        cnt_20ms <= cnt_20ms +1'b1;
end
always @(posedge clk_50 or negedge rst_n) begin
    if (!rst_n) begin
        key_flag <= 1'b0;
    end else if (cnt_20ms == cnt_MAX-1'b1) begin
        key_flag <= 1'b1;
    end else 
        key_flag <= 1'b0;
end
endmodule 
==> results.yml <==
# yosys + openroad results
outcome:
  outcome: "completed"
synth:
  flop_cell: "dfrtp_1"
  synthXorXnorAreaFrac_pct: 8.97
  synth-simple-area-share_pct: 26.2
  top_cell: "dfrtp_1"
  syn_inst: 445
  synthAdderAreaFrac_pct: 2.28
  synth_cell_types: 44
  yosys_warnings: 2
  syn-cell-area_sq_mm: 0.00439
  avgSynthCellArea_sq_um: 9.87
  common_cells: "dfrtp_1, nor2_1, a21oi_1"
  edf_count: 0
  synthArstFlopShare_pct: 100
  mux_share_pct: 1.03
  top_area_share_pct: 50.1
  ys_ff: 88
  compound_area_share_pct: 9.20
  topCellsByArea: "dfrtp_1, xnor2_1, nor2_1"
  ys_area_sq_mm: 0.00439
  ys_seq_share_pct: 50.1
  ys_cells: 445
  top_logic_kind: "simple AND/OR/NAND/NOR gates"
  largest_area_cell: "dfrtp_1"
grt:
  grt-ovfl-total: 0
  antenna_found_initial: 0
  track_usage_pct: 20.2
  grt_pass1_wl_microns: 14200
  first_global_vias: 3031
  grt_max_degree: 60
worst_setup_path:
  rr_worst_depth: 5
  worstPathMaxFanout: 6
  cp_cell_sequence: "ha_1, nand3_2, or4_4, or3_1, a21oi_1"
  crit_type: "register to register"
  start_kind: "register"
  slowest_stage: "or4_4"
  r2r_setup_slack_ps: 1690
  worstPathArrival_ps: 2290
  cp-end-kind: "register"
  rr_endpoint: "key_debounce_inst3.cnt_20ms[18]$_DFF_PN0_"
  crit_buf_inv: 0
  r2r_start: "key_debounce_inst3.cnt_20ms[0]$_DFF_PN0_"
  critPathTopFamily: "simple AND/OR/NAND/NOR gates"
  critPathMaxStageDelay_ps: 580
  worstPathRequired_ps: 3980
power:
  leakagePower_nw: 1.94
  power.density_mw_per_mm2: 362
  vdd_ir_drop_max_mv: 0.223
routing:
  drt_pass1_iterations: 5
  ant_nets: 0
  met2_wirelength_microns: 3560
  wirelength_microns: 8150
  top_layer: "met4"
  post_drt_wl_per_cell_microns: 14.4
  antenna_cells: 0
  drt_iter0_drc: 126
  drc: 0
  met3_wirelength_microns: 287
  via_per_inst: 5.71
  wl_met1_microns: 4230
  vias: 3243
cts:
  cts-root-buf: "clkbuf_8"
  post_cts_resized: 0
  clk_pin_slew_ps: 100
  cts_tree: "yes"
  clock.latency.late_pin_ps: 350
  postCtsSetupBuffers: 0
  clockBufferDepth: 2
  ctsHoldBuffers: 0
  h-tree-depth: 3
  cts_buffers: 9
  clock-sinks: 88
floorplanning:
  ios: 10
  row_count: 33
  core_sq_mm: 0.00834
  die_x_microns: 95.7
  fp_util_pct: 52.7
  die-area_sq_mm: 0.00917
  die_y_microns: 95.7
timing:
  grt_setup_unrepaired: "false"
  setup_viol: 0
  min_period_ps: 2010
  fin_crit_sh_pct: 54.4
  finalMaxSlewViolations: 0
  slew_headroom_pct: 51.8
  skew_ps: 12.3
  fmax_mhz: 497
  hold_viol: 0
  worstMarginPinSlew_ps: 722
  finalSetupTns_ps: 0
flow_run:
  warnings: 29
  maxCapViolCount: 0
place:
  port-buffer-count: 9
  dp_hpwl_microns: 5550
  globalplace.congestion: 0.891
cells_and_area:
  area_delta_synth_final_pct: 9.00
  nFillCells: 714
  drive_above_1_share_pct: 8.21
  seqCellArea_sq_mm: 0.00220
  comb_area_sq_mm: 0.00209
  final_util_pct: 57.4
min_path:
  hp-class: "input pin to asynchronous set/reset pin"
[power by group]
group	switching (mW)	leakage, nW	total [mW]	internal (mW)
logic	0.0422	0.615	0.0615	0.0194
clock network	0.359	0.102	0.683	0.324
registers	0.0149	1.22	0.986	0.971
total	0.416	1.94	1.73	1.31
[how the worst max path moves through the flow]
stage | cells past startpoint | to | start | slack [ps]
CTS | 5 | key_debounce_inst3.cnt_20ms[18]$_DFF_PN0_ | key_debounce_inst3.cnt_20ms[0]$_DFF_PN0_ | 1670
global route | 4 | key_debounce_inst2.cnt_20ms[2]$_DFF_PN0_ | key_debounce_inst2.cnt_20ms[6]$_DFF_PN0_ | 1520
finish | 5 | key_debounce_inst3.cnt_20ms[18]$_DFF_PN0_ | key_debounce_inst3.cnt_20ms[0]$_DFF_PN0_ | 1690
[routing by layer]
layer / vias to the layer above / track usage (%)
li1: 1645 / -
met1: 1536 / 33.5
met2: 55 / 30.8
met3: 7 / 2.89
met4: 0 / 2.36
met5: - / 0
[metrics by stage]
stage          hold WS (ps)  std cells  cell area (sq um)  power (mW)  worst slack [ps]
2_1_floorplan           432        445               4390        1.03              1880
3_3_place_gp            457        552               4590        1.07              1550
3_5_place_dp            460        552               4590        1.07              1520
4_1_cts                 451        568               4790        1.76              1670
5_1_grt                 476        568               4790        1.82              1520
6_report                435        568               4790        1.73              1690
[layout by cell type, fill, tap and decap left out, types with 2 or more instances in the layout]
| cell | instances |
|---|---|
| nor3_1 | 15 |
| a41o_1 | 2 |
| nand3_1 | 31 |
| or2_2 | 3 |
| and4b_1 | 2 |
| nand3b_1 | 2 |
| o21bai_1 | 2 |
| o21ai_1 | 2 |
| inv_6 | 4 |
| mux2_2 | 4 |
| nand2_1 | 14 |
| nor4_1 | 15 |
| and4_1 | 9 |
| a21oi_1 | 36 |
| a31oi_1 | 4 |
| or4_1 | 3 |
| o31ai_1 | 2 |
| inv_1 | 17 |
| clkbuf_8 | 9 |
| xor2_1 | 17 |
| clkdlybuf4s50_1 | 8 |
| ha_1 | 8 |
| o21ai_0 | 10 |
| or4_4 | 2 |
| a31o_2 | 6 |
| nand4_1 | 27 |
| nor2b_1 | 4 |
| dfrtp_1 | 88 |
| xnor2_1 | 28 |
| buf_4 | 2 |
| and3_1 | 6 |
| a21bo_2 | 2 |
| or3_1 | 8 |
| nor2_1 | 56 |
| nor4b_1 | 2 |
[registers in the layout, summed over array words and instances (netlist names)]
register	count
key_debounce_inst2.key_flag	1
key_debounce_inst3.cnt_20ms	20
key_debounce_inst3.key_flag	1
key_debounce_inst2.cnt_20ms	20
key_debounce_inst0.key_flag	1
key_debounce_inst1.key_flag	1
key_debounce_inst1.cnt_20ms	20
key_debounce_inst0.cnt_20ms	20
wave_sel	4
[area by class of cell]
| cell class | count | area share, % |
|---|---|---|
| flip-flops and latches | 88 | 46.0 |
| clock inverters | 6 | 1.54 |
| clock buffers | 10 | 2.67 |
| repair buffers | 10 | 1.99 |
| inverters | 17 | 1.33 |
| well taps | 105 | 2.74 |
| multi-input cells | 332 | 43.7 |
[logic make-up after synthesis]
family                     Yosys count
AOI/OAI and AO/OA                   68
xor gates and xnor gates            45
adders and majority gates            8
buffers and inverters               25
DFF                                 88
muxes                                4
and+or+nand+nor                    207
Power figures rest on the tool's default switching activity, not on a simulated workload.
