[./design.v]
module VGA_CTRL(
	Clk25M,	 
	Rst_n,	 
	data_in,	 
	hcount,		 
	vcount,		 
	VGA_RGB,	 
	VGA_HS,		 
	VGA_VS,		 
	VGA_BLK,		 
	VGA_CLK		 
);
	input  Clk25M;           
	input  Rst_n;
	input  [23:0]data_in;      
	output [9:0]hcount;
	output [9:0]vcount;
	output [23:0]VGA_RGB;   
	output VGA_HS;            
	output VGA_VS;            
	output VGA_BLK;		 
	output VGA_CLK;		 
	assign VGA_CLK = ~Clk25M;
	reg [9:0] hcount_r;      
	reg [9:0] vcount_r;      
	wire hcount_ov;
	wire vcount_ov;
	wire dat_act; 
	parameter VGA_HS_end=10'd95,
				 hdat_begin=10'd143,
				 hdat_end=10'd783,
				 hpixel_end=10'd799,
				 VGA_VS_end=10'd1,
				 vdat_begin=10'd34,
				 vdat_end=10'd514,
				 vline_end=10'd524;
	assign hcount=dat_act?(hcount_r-hdat_begin):10'd0;
	assign vcount=dat_act?(vcount_r-vdat_begin):10'd0;
	always@(posedge Clk25M or negedge Rst_n)
	if(!Rst_n)
		hcount_r<=10'd0;
	else if(hcount_ov)
		hcount_r<=10'd0;
	else
		hcount_r<=hcount_r+10'd1;
	assign hcount_ov=(hcount_r==hpixel_end);
	always@(posedge Clk25M or negedge Rst_n)
	if(!Rst_n)
		vcount_r<=10'd0;
	else if(hcount_ov) begin
		if(vcount_ov)
			vcount_r<=10'd0;
		else
			vcount_r<=vcount_r+10'd1;
	end
	else 
		vcount_r<=vcount_r;
	assign 	vcount_ov=(vcount_r==vline_end);
	assign dat_act=((hcount_r>=hdat_begin)&&(hcount_r<hdat_end))
					&&((vcount_r>=vdat_begin)&&(vcount_r<vdat_end));
	assign VGA_BLK = dat_act;
	assign VGA_HS=(hcount_r>VGA_HS_end);
	assign VGA_VS=(vcount_r>VGA_VS_end);
	assign VGA_RGB=(dat_act)?data_in:24'h000000;
endmodule 
[./run.sh]
#!/bin/bash
# OpenROAD 26Q1-2900-gdf79404cd8, Yosys 0.63+post, stock flow scripts
make -C /OpenROAD-flow-scripts/flow DESIGN_CONFIG=/design/flow/config.mk WORK_HOME=/design/flow/orfs finish
[./config.mk]
export PLATFORM = sky130hd
export DESIGN_NAME = VGA_CTRL
export DESIGN_NICKNAME = VGA_CTRL
export VERILOG_FILES = /design/flow/design.v
export SDC_FILE = /design/flow/constraint.sdc
export NUM_CORES = 4
export LEC_CHECK = 1
export CORE_UTILIZATION = 30
[./constraint.sdc]
current_design VGA_CTRL

set clk_period 5.7
set clk_io_pct 0.2

create_clock -name clk0 -period $clk_period [get_ports {Clk25M}]

set non_clock_inputs [all_inputs -no_clocks]
set_input_delay [expr $clk_period * $clk_io_pct] -clock clk0 $non_clock_inputs
set_output_delay [expr $clk_period * $clk_io_pct] -clock clk0 [all_outputs]
==> run summary <==
Fill cell count: 634
Drt first-iter violations: 97
CP Capture Type: output port
Slew @ Worst Pin: 663 ps
Clk latency of the worst-skew pair: 260 ps
Synth top area cells: dfrtp_1, nor3b_2, nor3_2
YS warnings: 1
RSZ-0062 raised after global routing: no
Ys flops: 20
Clock buffer depth: 2
Setup TNS: 0 ps
Flop-to-flop setup slack: 3690 ps
Drt total wl: 4900 um
Synth top cell by count: nor3b_2
Max Cap Viol: 0
Tool Warnings: 32
Synth area leader: dfrtp_1
Mean Syn Cell Area: 9.72 um2
MI comb area: 1330 um2
Total die area: 7000 um2
Layout area overhead: 38.1%
Largest net degree at the start of global routing: 45
Worst path most repeated cell: clkbuf_8
Endpoints failing hold: 0
Largest delay share family, worst path: buffers and inverters
CP peak stage delay: 450 ps
PortBufs: 73
Critical path class: clock port to output port
GRT Resource Usage Total: 14.1%
Synth unique cells: 45
Worst Path Required: 4560 ps
Congestion Overflow GR: 0
Crit path depth: 4
Die Y-Extent: 83.7 um
First-pass GRT wire length: 8120 um
Post-cts sizing count: 0
H-tree Lvls: 1
Slew HR: 55.8%
Final Max Tran Viols: 0
Avg Vias per Cell: 5.06
Number of global-route vias before repair: 1,580
Maximum VDD drop: 0.0000949 V
Sequential Area: 500 um2
Ys cells: 206
Hold path depth: 1
FF-to-FF Start: hcount_r[0]
Setup bufs post-CTS: 0
Worst path arrival time: 3620 ps
Num ports: 74
Clock skew: 6.86 ps
Layout cells sized above 1: 21.3%
Hold EP: hcount_r[0]
Clk root buf: clkbuf_8
# diodes: 0
Dominant cell area share: 25.0%
Post-detailed-route count of antenna-violating nets: 0
Cell chain of the critical path: clkbuf_8 -> clkbuf_8 -> inv_1 -> clkdlybuf4s50_1
CP Launch Type: clock port
Dominant Register Cell: dfrtp_1
Async set-reset flop share out of synthesis: 100%
P per Cell Area: 101 nW/um2
Slowest-stage cell, CP: clkdlybuf4s50_1
RePlAce Congestion: 0.854
Post-synth area from yosys stat: 2000 um2
Hold-fix buffers at CTS: 0
Vias: 1,746
Die width: 83.7 um
Hold_sp: hcount_r[0]
Cell row count: 29
Crit. Startpoint: Clk25M
CP max FO: 11
Fin util: 43.3%
Core Util at FP: 31.3%
Leakage power: 0.970 nW
Setup Viol. Count Final: 0
EDFF count, synth: 0
Clock buffer count from CTS: 3
Post-synth seq share: 25.0%
Core area: 6390 um2
Reg clk slew, reported paths: 90 ps
Buf/Inv on CP: 4
Worst hold path type: flop to flop
Cell count after synthesis: 206
Reg-to-reg endpoint: vcount_r[9]
CTS tree: done
Initial DRT Pass Iterations: 6
Initial antenna violation count: 0
Synthesized area: 2000 um2
DRC Markers: 0
Detailed placement HPWL: 3370 um
DR WL/cell: 14.2 um
Commonest cells in the netlist: nor3b_2, dfrtp_1, nor3_2
Reg2Reg Depth: 5
Status: finished clean
-- metrics by stage --
stage | hold WS, ps | cell area [um2] | setup slack (ps) | std cells | total power [mW]
floorplan | 501 | 2000 | 1700 | 206 | 0.149
global placement | 521 | 2720 | 1250 | 341 | 0.181
detailed placement | 549 | 2720 | 1250 | 341 | 0.181
CTS | 559 | 2760 | 923 | 345 | 0.284
global route | 581 | 2760 | 885 | 345 | 0.295
finish | 560 | 2760 | 938 | 345 | 0.278
-- flip-flops by register name, indices dropped and copies added (netlist names) --
register,count
hcount_r,10
vcount_r,10
-- where the power goes --
part / internal [mW] / switching, mW
combinational: 0.0181 / 0.00454
clock: 0.0603 / 0.0535
sequential: 0.142 / 0
-- worst reg2reg max path: stages, from the launching register on --
cell      delay (ps)
dfrtp_1          450
ha_1             260
and3_1           260
nand4b_1         410
or3_1            480
o21ai_0           70
-- placed cells by master (no fill, tap or decap), types with 7 or more instances in the layout --
cell,Yosys,routed
a21oi_1,9,9
clkdlybuf4s50_1,0,73
dfrtp_1,20,20
ha_1,8,8
inv_1,9,10
nand2_1,7,7
nand3_1,12,12
nor2_1,10,10
nor3_2,16,16
nor3b_2,23,23
o21ai_0,7,7
xnor2_1,11,11
xor2_1,9,9
-- how the worst max path moves through the flow --
stage,end,slack (ps)
4_1_cts,VGA_CLK,920
5_1_grt,VGA_CLK,880
6_report,VGA_CLK,940
-- metal layers --
layer	routed length, um	global-route usage (%)
met5	0	0
met4	34	1.69
met3	351	1.81
met2	2010	19.8
met1	2500	24.0
-- cells by family (layout without fill, tap and decap cells) --
family	Yosys count	after routing	share of synthesized area, %
AND-OR/OR-AND	28	28	10.9
adder cells (fa/ha/maj)	8	8	5.00
buffers and inverters	28	90	9.06
XOR/XNOR	20	20	8.75
multiplexers	1	1	0.500
AND/OR/NAND/NOR	101	101	40.8
flip-flops	20	20	25.0
-- final cells by class --
class | count | area share [%]
Clock buffer | 4 | 1.86
Clock inverter | 2 | 0.272
Inverter | 8 | 1.09
Multi-Input combinational cell | 158 | 48.0
Sequential cell | 20 | 18.1
Tap cell | 77 | 3.49
Timing Repair Buffer | 76 | 27.2
No activity file was given, so power comes from the tool's default toggle rates.
